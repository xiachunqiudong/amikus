$ cat flow/run.sh
#!/bin/bash
# OpenROAD 26Q1-2900-gdf79404cd8, Yosys 0.63+post, stock flow scripts
make -C /OpenROAD-flow-scripts/flow DESIGN_CONFIG=/design/flow/config.mk WORK_HOME=/design/flow/orfs finish
$ cat flow/config.mk
export PLATFORM = sky130hd
export DESIGN_NAME = FAKE_SRAM_1R1W
export DESIGN_NICKNAME = FAKE_SRAM_1R1W
export VERILOG_FILES = /design/flow/design.v
export SDC_FILE = /design/flow/constraint.sdc
export NUM_CORES = 4
export LEC_CHECK = 1
export CORE_UTILIZATION = 50
$ cat flow/constraint.sdc
current_design FAKE_SRAM_1R1W

set clk_period 7.6
set clk_io_pct 0.2

create_clock -name clk0 -period $clk_period [get_ports {CLK}]

set non_clock_inputs [all_inputs -no_clocks]
set_input_delay [expr $clk_period * $clk_io_pct] -clock clk0 $non_clock_inputs
set_output_delay [expr $clk_period * $clk_io_pct] -clock clk0 [all_outputs]
$ cat flow/design.v
module FAKE_SRAM_1R1W #(
  parameter AW = 10,
  parameter DW = 64
) (
  input  wire          CLK,
  output reg  [DW-1:0] QB,
  input  wire          MEMB,
  input  wire [AW-1:0] ADRB,
  input  wire          MEMA,
  input  wire          WEMA,
  input  wire [AW-1:0] ADRA,
  input  wire [DW-1:0] WEBA,
  input  wire [DW-1:0] DA
);
  parameter SIZE = 1 << DW;
  reg [DW-1:0] mem [SIZE-1:0];
  always @(posedge CLK) begin
    if (MEMB)
      QB[DW-1:0] <= mem[ADRB[AW-1:0]][DW-1:0];
  end
  always @(posedge CLK) begin
    if (WEBA & MEMA)
      mem[ADRA[AW-1:0]][DW-1:0] <= DA[DW-1:0];
  end
endmodule
==> Slide: Implementation Results <==
Run Summary

Power and ir drop
  – Clock share of power: 39.0%
  – P_int: roughly 1700 µW
  – Pwr dens: around 230 nW/µm²
  – Leak pwr: about 0.0031 µW
  – Sequential group share of total power: 56.0%
  – Switching Power: around 380 µW
  – Combinational Power Share: roughly 5.0%
  – Switch share: between 10% and 20%
  – VDD IR max: approximately 0.15 mV

Synthesis
  – Seq share, synth: 83.6%
  – Synthesis Warnings: 1
  – Yosys top cell area share: 83.6%
  – Top cells by count, synth: edfxtp_1 (192), mux2_4 (60), buf_12 (6), mux2_2 (4), nand4_1 (3)
  – Top cells by area: edfxtp_1 (84%), mux2_4 (13%), buf_12 (1.7%)
  – Post-Syn Area: 6900 µm²
  – Yosys Chip Area: 6900 µm²
  – Avg Cell Area, Syn: between 20 and 30 µm²
  – Post-synthesis instance total: between 200 and 300
  – Asr flop ratio synth: 0%
  – Flops & latches, synth: approximately 190
  – Commonest register cell after synthesis: edfxtp_1
  – Synth cell types: 10
  – Synth area leader: edfxtp_1
  – Ys cells: about 270
  – Top-count cell post-synth: edfxtp_1
  – Post-synth EDFFs: between 150 and 200

Critical path
  – Crit-path max FO: 37
  – Data arrival, critical path: roughly 3400 ps
  – Crit-path leading delay family: buffers and inverters
  – Crit path buf inv count: 2
  – Reg2reg path depth: 1
  – R2R Path End: QB[2]
  – Slowest cell on the critical path: buf_4
  – Crit Path Class: input port to flip-flop
  – Origin of the critical flop-to-flop path: mem[0][2]
  – Crit path capture type: flip-flop
  – CP peak stage delay: roughly 540 ps
  – Worst path required time: around 7700 ps
  – Crit start category: input port
  – FF-to-FF setup slack: around 6700 ps
  – Worst-path cell chain: clkdlybuf4s50_1, nor4bb_1, and3_4, buf_4

Routing
  – Drt first pass iters: 4
  – DRC viols: 0
  – Initial DRC count: approximately 170
  – DR vias: approximately 3100
  – Ant diodes: 0
  – Post-Route WL: about 10000 µm
  – Routed Antenna Nets: 0
  – Drt wl/cell: 16.3 µm
  – Vias per inst: a little under 5

Clock tree
  – Post_cts resized: 0
  – CTS Buffer Depth: 2
  – CTS buffer count: 17
  – Root Buffer Master: clkbuf_16
  – CTS tree: done
  – H-tree depth: 4
  – Clk ins delay skew pair: around 420 ps
  – Clock-pin slew on the worst setup and hold paths: approximately 60 ps
  – Postcts setup bufs: 0
  – Cts hold-fix bufs: 0
  – Clock Sinks: around 190

Global route
  – Initial antenna violation count: 0
  – GRT Resource Usage Total: between 10% and 20%
  – Vias in the first global route: between 3000 and 4000
  – First-pass GRT wire length: 16200 µm
  – Largest net degree at the start of global routing: roughly 46
  – Grt ovf: 0

Worst hold path
  – Hold Crit Class: flip-flop to flip-flop
  – HP Start: mem[-1][62]
  – Worst Hold Endpoint: QB[62]
  – Hold Path Cell Cnt: 1

Final timing
  – Period minus WS final: about 3300 ps
  – Clock Skew: 5.13 ps
  – Slew headroom: around 47%
  – Fin. max-slew vios: 0
  – Final setup viols: 0
  – Fin crit share: 43.3%
  – Slew @ Worst Pin: 788 ps
  – Fmax: approximately 0.30 GHz
  – RSZ-0062 raised after global routing: false
  – Setup Total Neg Slack: 0 ps
  – Fin. Hold Viols: 0
  – Min Hold Slack: 543 ps

Final layout
  – Filler cells: ~910
  – Fraction of layout cells with a size suffix above 1: between 20% and 30%
  – Final core utilization: about two thirds
  – Area grow syn2layout: 30.6%

Place
  – I/O Buffers: around 140
  – HPWL reported at the end of detailed placement: between 6000 and 7000 µm
  – Placer Congestion: a little under 0.8

Floorplan
  – Initial Util: 51.7%
  – Die extent in y: 119 µm
  – Die x size: between 100 and 150 µm
  – Std-Cell Rows: 42
  – Chip area: between 10000 and 15000 µm²
  – Core area: between 10000 and 15000 µm²
  – # IOs: between 200 and 250

Job
  – Count of tool warnings: roughly 100
  – Max-cap violations: 0

Outcome
  – Status: finished, final reports clean
-- state kept, by name, indices dropped and copies added, names as in the netlist --
| signal | cells |
|---|---|
| QB | 64 |
| mem | 64 |
| mem[-1] | 64 |
-- power by group through the flow --
stage	clock, µW	combinational (µW)	sequential, µW
finish	825	105	1180
global route	893	114	1180
CTS	843	107	1180
-- cell families after synthesis --
logic type | share of synthesized area [%]
AND/OR/NAND/NOR | 0.762
buffers and inverters | 1.91
multiplexers | 13.7
flip-flops | 83.6
-- cells in the final DEF (no fill, tap or decap), drive strengths merged --
cell           netlist  layout
nand4                3       3
and3                 1       1
edfxtp             192     192
clkdlybuf4s50        0     140
nor4bb               1       1
buf                  7       7
bufinv               0       2
nor3                 1       1
clkbuf               0      20
nor4                 2       2
clkinvlp             0       2
mux2                64      64
clkinv               0       8
-- per-stage QoR --
stage	setup WS, ps	instance area (µm²)	total power, µW	instances
finish	4310	9000	2110	619
global route	4160	9000	2190	619
CTS	4260	9000	2130	619
detailed placement	3810	8450	1310	587
global placement	3820	8450	1310	587
floorplan	1030	6900	1240	271
-- worst max path at each step --
| stage | slack (ps) | from | cells after the start | end |
|---|---|---|---|---|
| final | 4310 | MEMA | 4 | mem[0][7] |
| after global routing | 4160 | MEMA | 4 | mem[0][7] |
| after CTS | 4260 | MEMA | 4 | mem[0][10] |
-- per-layer routing --
| metal | share of wire, % | vias up | global-route usage (%) |
|---|---|---|---|
| met5 | 0 | - | 0 |
| met3 | 12 | 11 | 9.05 |
| met1 | 39 | 1488 | 27.7 |
| met4 | 1.6 | 0 | 2.34 |
| met2 | 48 | 132 | 23.8 |
| li1 | - | 1419 | - |
-- layout make-up --
cell class / instances / area [µm²] / area share, %
Tap cell: 176 / 220 / 2.45
Clock buffer: 20 / 437 / 4.85
Timing Repair Buffer: 147 / 1450 / 16.1
Multi-Input combinational cell: 72 / 1010 / 11.2
Sequential cell: 192 / 5770 / 64.0
Clock inverter: 12 / 119 / 1.32
Power and IR drop assume default switching activity.
