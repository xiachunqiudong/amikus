--- /design/flow/run.sh ---
#!/bin/bash
# OpenROAD 26Q1-2900-gdf79404cd8, Yosys 0.63+post, stock flow scripts
make -C /OpenROAD-flow-scripts/flow DESIGN_CONFIG=/design/flow/config.mk WORK_HOME=/design/flow/orfs finish
--- /design/flow/design.v ---
module InstrDcdPla(
  input         clock,
  input         reset,
  input  [31:0] instr,
  output [2:0]  instrDcd
);
  wire [31:0] instrDcd_plaInput = instr;
  wire [31:0] _GEN = ~instrDcd_plaInput;
  wire        _GEN_0 =
    &{instrDcd_plaInput[0],
      instrDcd_plaInput[1],
      _GEN[2],
      _GEN[3],
      _GEN[4],
      _GEN[5],
      _GEN[6],
      _GEN[13]};
  wire        _GEN_1 =
    &{instrDcd_plaInput[0],
      instrDcd_plaInput[1],
      _GEN[2],
      _GEN[3],
      _GEN[4],
      instrDcd_plaInput[5],
      _GEN[13],
      _GEN[14]};
  wire        _GEN_2 =
    &{instrDcd_plaInput[0],
      instrDcd_plaInput[1],
      _GEN[2],
      _GEN[3],
      instrDcd_plaInput[4],
      instrDcd_plaInput[5],
      _GEN[6],
      _GEN[12],
      _GEN[13],
      _GEN[14],
      _GEN[25],
      _GEN[26],
      _GEN[27],
      _GEN[28],
      _GEN[29],
      _GEN[31]};
  wire        _GEN_3 =
    &{instrDcd_plaInput[0],
      instrDcd_plaInput[1],
      _GEN[2],
      _GEN[3],
      instrDcd_plaInput[4],
      instrDcd_plaInput[5],
      _GEN[6],
      _GEN[25],
      _GEN[26],
      _GEN[27],
      _GEN[28],
      _GEN[29],
      _GEN[30],
      _GEN[31]};
  wire        _GEN_4 =
    &{instrDcd_plaInput[0],
      instrDcd_plaInput[1],
      _GEN[2],
      _GEN[3],
      _GEN[4],
      instrDcd_plaInput[5],
      instrDcd_plaInput[6],
      instrDcd_plaInput[14]};
  wire        _GEN_5 =
    &{instrDcd_plaInput[0],
      instrDcd_plaInput[1],
      _GEN[2],
      _GEN[3],
      instrDcd_plaInput[4],
      instrDcd_plaInput[5],
      _GEN[6],
      instrDcd_plaInput[12],
      _GEN[13],
      instrDcd_plaInput[14],
      _GEN[25],
      _GEN[26],
      _GEN[27],
      _GEN[28],
      _GEN[29],
      _GEN[31]};
  wire [2:0]  _GEN_6 =
    {|{_GEN_0,
       &{instrDcd_plaInput[0],
         instrDcd_plaInput[1],
         _GEN[2],
         _GEN[3],
         _GEN[4],
         _GEN[6],
         _GEN[12],
         _GEN[14]},
       _GEN_1,
       _GEN_2,
       _GEN_3,
       _GEN_4,
       _GEN_5},
     |{&{instrDcd_plaInput[0],
         instrDcd_plaInput[1],
         _GEN[2],
         _GEN[3],
         _GEN[4],
         instrDcd_plaInput[5],
         _GEN[6],
         _GEN[12],
         _GEN[14]},
       _GEN_1,
       _GEN_2,
       _GEN_3,
       _GEN_4,
       _GEN_5},
     |{_GEN_0,
       &{instrDcd_plaInput[0],
         instrDcd_plaInput[1],
         _GEN[2],
         _GEN[3],
         _GEN[5],
         _GEN[6],
         _GEN[12],
         _GEN[13]},
       &{instrDcd_plaInput[0],
         instrDcd_plaInput[1],
         _GEN[2],
         _GEN[3],
         _GEN[5],
         _GEN[6],
         _GEN[12],
         _GEN[14]},
       &{instrDcd_plaInput[0],
         instrDcd_plaInput[1],
         instrDcd_plaInput[2],
         _GEN[3],
         instrDcd_plaInput[4],
         _GEN[6]},
       _GEN_2,
       _GEN_3,
       &{instrDcd_plaInput[0],
         instrDcd_plaInput[1],
         _GEN[2],
         _GEN[3],
         instrDcd_plaInput[4],
         _GEN[6],
         instrDcd_plaInput[12],
         _GEN[13],
         _GEN[25],
         _GEN[26],
         _GEN[27],
         _GEN[28],
         _GEN[29],
         _GEN[30],
         _GEN[31]},
       &{instrDcd_plaInput[0],
         instrDcd_plaInput[1],
         _GEN[2],
         _GEN[3],
         instrDcd_plaInput[4],
         _GEN[5],
         _GEN[6],
         instrDcd_plaInput[13]},
       &{instrDcd_plaInput[0],
         instrDcd_plaInput[1],
         _GEN[2],
         _GEN[3],
         instrDcd_plaInput[4],
         _GEN[6],
         instrDcd_plaInput[12],
         _GEN[13],
         instrDcd_plaInput[14],
         _GEN[25],
         _GEN[26],
         _GEN[27],
         _GEN[28],
         _GEN[29],
         _GEN[31]}}};
  wire [2:0]  instrDcd_plaOutput = {_GEN_6[2], _GEN_6[1], _GEN_6[0]};
  assign instrDcd = instrDcd_plaOutput;
endmodule
--- /design/flow/config.mk ---
export PLATFORM = sky130hd
export DESIGN_NAME = InstrDcdPla
export DESIGN_NICKNAME = InstrDcdPla
export VERILOG_FILES = /design/flow/design.v
export SDC_FILE = /design/flow/constraint.sdc
export NUM_CORES = 4
export LEC_CHECK = 1
export CORE_AREA = 10 10 70 70
export DIE_AREA = 0 0 80 80
--- /design/flow/constraint.sdc ---
current_design InstrDcdPla

set clk_period 4.0
set clk_io_pct 0.2

create_clock -name clk0 -period $clk_period

set non_clock_inputs [all_inputs -no_clocks]
set_input_delay [expr $clk_period * $clk_io_pct] -clock clk0 $non_clock_inputs
set_output_delay [expr $clk_period * $clk_io_pct] -clock clk0 [all_outputs]
==> flow report <==
=======================================================================================
Antenna violations before repair .........................................            0
Cts hold-fix bufs ........................................................            0
Kind of critical path ....................................................    in -> out
Final routed DRC violation total .........................................            0
Pin count of the biggest net entering global routing .....................            9
Mean routed wirelength per cell ..........................................      9.42 um
Half-perimeter wire length of the detailed placement result ..............       832 um
Die boundary width .......................................................        80 um
CP required ..............................................................      3.20 ns
Number of violations reported at the end of detailed-routing iteration 0 .           12
Hold Path Cell Cnt .......................................................            4
Origin of the worst min-delay path .......................................     instr[2]
Global-route wire length before repair ...................................      1420 um
Crit share post-route ....................................................        89.1%
Vias in the first global route ...........................................          311
Total number of vias .....................................................          316
Unrepaired setup endpoints after global routing ..........................           no
Type of element launching the critical path .............................. primary input
Maximum achievable frequency .............................................      281 MHz
Final-report max-slew violation count ....................................            0
Number of endpoints failing setup at the final stage .....................            0
Signed area change from the synthesized netlist to the final layout ......         126%
Cell count after synthesis ...............................................           30
Routed WL ................................................................       904 um
Worst setup slack before clock tree synthesis ............................     0.427 ns
Number of antenna-violating nets in the routed design ....................            0
Part of the power in combinational logic .................................       100.0%
Highest fanout seen on the critical path .................................            3
Transition at the pin with the smallest max-transition slack .............     0.489 ns
WHS Endpoint .............................................................  instrDcd[1]
Synth unique cells .......................................................           22
Die Area .................................................................   6400 sq um
Number of maximum-capacitance constraint violations ......................            0
Type of the tightest min-delay check .....................................    in -> out
Area taken by flip-flops and latches .....................................      0 sq um
Rel. slew slack ..........................................................        67.1%
Number of setup buffers added after CTS ..................................            0
First-pass detailed-route iteration total ................................            2
Clk_buf instances ........................................................            0
Worst hold margin ........................................................      2.80 ns
Chip area line of the yosys report .......................................    205 sq um
Power, Total .............................................................  0.0000296 W
Initial Utilization ......................................................        6.01%
Time the worst path needs with I/O delays and setup ......................      3.56 ns
Die Height ...............................................................        80 um
Sw frac ..................................................................        32.9%
Total routing resource utilization after global routing ..................        2.66%
Floorplan core area ......................................................   3420 sq um
Sequential share of the synthesized area .................................           0%
Cell row count ...........................................................           21
CP Data Arrival Time .....................................................      2.76 ns
Final setup TNS ..........................................................         0 ns
Pwr Density .............................................................. 63.9 nW/um^2
Layout cells sized above 1 ...............................................        8.00%
Critical Path Sink Type ..................................................   output pin
Routability-driven placement congestion ratio ............................        0.735
Setup slack of the critical path after layout ............................     0.436 ns
Diode insertion count for antenna repair .................................            0
Syn_area_per_cell ........................................................   6.84 sq um
Post-detailed-route via-to-cell ratio ....................................         3.29
Sequential cells .........................................................            0
NetSw .................................................................... 0.00000972 W
Ports placed on the boundary .............................................           37
Summed instance area of the synthesized netlist ..........................    205 sq um
Yosys warnings ...........................................................            0
Remaining global-route overflow ..........................................            0
Worst supply voltage drop on vdd .........................................      15.6 uV
Outcome .................................................................. complete, no violations
Total of buffers placed on input and output ports ........................           20
Combinational gate area ..................................................    201 sq um
Sequential cell fraction of total power ..................................           0%
Cell internal power dissipation ..........................................  0.0000199 W
Number of fillers in the final layout ....................................          401
Clock group share of total power .........................................           0%
Pleak ....................................................................     0.131 nW
Ys cells .................................................................           30
Tally of OpenROAD warnings ...............................................           49
Final hold viol count ....................................................            0
Post-cts repair resize count .............................................            0
=======================================================================================
==> area by class of cell <==
class,count,area share (%)
inverters,1,0.811
multi-input cells,29,43.5
well taps,46,12.4
repair buffers,20,43.2
==> how the worst max path moves through the flow <==
stage	startpoint	to	slack (ns)	depth (start not counted)
CTS	instr[6]	instrDcd[1]	0.42	6
global route	instr[27]	instrDcd[1]	0.32	6
finish	instr[6]	instrDcd[1]	0.44	6
==> logic make-up after synthesis <==
group / after synthesis / synth area share, %
and+or+nand+nor: 20 / 64.0
AOI/OAI and AO/OA: 9 / 34.2
buffers and inverters: 1 / 1.83
==> worst max-delay path, cell delays in order <==
cell	delay, ns
clkdlybuf4s50_1	0.41
nand4bb_1	0.25
or3b_4	0.41
o31a_1	0.31
o21ai_0	0.08
clkdlybuf4s50_1	0.50
==> placed cells by master, fill, tap and decap left out <==
cell type	count
a2111o_1	1
a211o_1	1
a31oi_1	1
clkdlybuf4s50_1	20
inv_1	1
nand2_1	2
nand2b_1	1
nand3b_1	2
nand4b_1	1
nand4bb_1	1
nor2_1	1
nor2b_1	1
nor3_1	3
nor3b_1	2
nor4_1	1
o2111ai_1	1
o21ai_0	2
o22ai_1	1
o31a_1	1
o32a_1	1
or2_2	3
or3_1	1
or3b_4	1
==> layer usage <==
metal,wire (um),share of wire [%],GRT usage (%)
met1,402,44,3.30
met2,427,47,4.65
met3,73,8.1,0.795
met4,0,0,0
met5,0,0,0
==> cell usage after synthesis <==
library cell	n	share of area (%)
o22ai_1	1	3.1
o2111ai_1	1	4.3
nor3b_1	2	7.3
nor2_1	1	1.8
or3_1	1	3.1
nor3_1	3	7.3
a31oi_1	1	3.1
nor2b_1	1	3.1
nor4_1	1	3.1
nand2b_1	1	3.1
nand4b_1	1	4.3
o31a_1	1	4.3
o32a_1	1	4.9
or2_2	3	9.1
a211o_1	1	4.3
or3b_4	1	5.5
nand2_1	2	3.7
nand3b_1	2	7.3
inv_1	1	1.8
o21ai_0	2	4.9
nand4bb_1	1	5.5
a2111o_1	1	5.5
==> per-stage QoR <==
step	utilization (%)	cells	instance area, sq um
floorplan	-	30	205
global placement	13.6	96	463
detailed placement	13.6	96	463
CTS	13.6	96	463
global route	13.6	96	463
finish	13.6	96	463
==> power groups by stage <==
stage	Combinational [W]	Clock [W]	Sequential [W]
finish	0.0000296	0	0
global route	0.0000323	0	0
CTS	0.0000297	0	0
Power figures rest on the tool's default switching activity, not on a simulated workload.
